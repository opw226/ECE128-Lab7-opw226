### design/flow/design.v
`timescale 1ns / 1ps
module Debouncer(input RAW, input CLK, output reg CLEAN);
    reg[2:0] counter;
    wire TC;
    always @(posedge CLK)
    begin
        if(~RAW)
            counter <=3'b000;
        else
            counter <=counter + 3'b001;
   end
   assign TC = (counter ==3'b111);
   always @(posedge CLK)
   begin
        if(~RAW)
            CLEAN <= 1'b0;
        else if(TC)
            CLEAN <= 1'b1;
   end
endmodule
### design/flow/run.sh
#!/bin/bash
# OpenROAD 26Q1-2900-gdf79404cd8, Yosys 0.63+post, stock flow scripts
make -C /OpenROAD-flow-scripts/flow DESIGN_CONFIG=/design/flow/config.mk WORK_HOME=/design/flow/orfs finish
### design/flow/constraint.sdc
current_design Debouncer

set clk_period 1.0
set clk_io_pct 0.2

create_clock -name clk0 -period $clk_period [get_ports {CLK}]

set non_clock_inputs [all_inputs -no_clocks]
set_input_delay [expr $clk_period * $clk_io_pct] -clock clk0 $non_clock_inputs
set_output_delay [expr $clk_period * $clk_io_pct] -clock clk0 [all_outputs]
### design/flow/config.mk
export PLATFORM = sky130hd
export DESIGN_NAME = Debouncer
export DESIGN_NICKNAME = Debouncer
export VERILOG_FILES = /design/flow/design.v
export SDC_FILE = /design/flow/constraint.sdc
export NUM_CORES = 4
export LEC_CHECK = 1
export CORE_AREA = 10 10 70 70
export DIE_AREA = 0 0 80 80
==> results.txt <==
Implementation progress

Looking at the clock tree report, the H-tree level count equals 1. The register bit count reported by yosys stands at 4. The width of the die stands at 80 um.

The gate count after technology mapping stands at 10. For this run, the detailed router's first-pass iteration total came to 1. In this run, CTS created clock tree buffers numbering 3.

The pin count of the biggest net entering global routing stands at 5. STA classifies the critical path startpoint as a flip-flop. The power report puts the leakage power at a little under 0.09 nW. The post-route netlist has between 50% and 60% of its cells at a drive strength greater than 1. The post-synth design cell area stands at ~130 um2. At the worst endpoint, the required time is about 1.1 ns.

The pre-placement core utilization stands at under 10%. The number of hold-slack violations in the final timing report stands at 0. Post-synthesis, Yosys gives the total cell area as 134 um2. CTS reports a maximum clock tree buffer depth of 2. Clock tree synthesis selected as its root buffer the cell clkbuf_4. The logs give a warning total of 25. The post-synthesis share of cell area spent on and, or, nand and nor gates stands at between 10% and 20%. TritonCTS built the clock tree. The final timing report counts setup violations totalling 0. The adder-cell share of the synthesized area stands at about a fifth.

Setup slack on the worst path after placement came out at -0.0162 ns. The placement report lists the number of port buffers as 2. The remaining number of nets flagged by the antenna check after routing stands at 0. The xor-xnor portion of the synthesized cell area stands at 0%. The arrival time at the worst endpoint stands at 1.08 ns. Per the detailed-route log, wirelength across all metal layers totals 249 um. The remaining global-route overflow stands at 0. The worst setup path is of the reg2reg kind. The iteration-0 DRC count of the detailed router stands at 0. The total track usage stands at less than 1%. The number of global-route vias before repair stands at ~110.

The worst setup path is captured at a flip-flop. The average wire length per cell after detail routing stands at 4.02 um. The accumulated negative setup slack stands at 0 ns.

Among the non-sequential cells, adder cells take the most area. On the final layout, the worst clock skew is approximately 0.0047 ns. Setup slack on the critical path of the routed design comes to ~0.044 ns. The clock transition at the registers of the reported paths stands at roughly 0.040 ns. The sequential-to-total area share from yosys stat stands at between 50% and 60%.

The latest clock arrival within the worst-skew pair stands at approximately 0.23 ns. Among logic cells in the layout, the one with the most instances is dfxtp_1. After layout, the minimum clock period comes to about 0.96 ns.

The launch point of the worst min-delay path is recorded as CLEAN$_SDFFE_PN0N_. The area of the die stands at about 0.0064 mm2. The multiplexer area fraction after synthesis stands at 0%. The worst max-slew margin expressed relative to the limit stands at 91.9%. For reference, compound AND-OR and OR-AND cells occupy about 5.6% of the area reported after synthesis. The critical-path maximum fanout stands at 2. Total power normalized to cell area comes to between 1500 and 2000 mW/mm2.

The floorplan core area stands at between 0.003 and 0.004 mm2. The ratio of routed vias to standard cells stands at 1.40. The first global-routing pass estimated between 400 and 500 um of wire. Setup repair after global routing left no endpoint under its margin. The layout overhead on the synthesized area stands at 89.7%. The synthesized area per cell stands at 13.4 um2.

By instance count after routing, the leading logic cell types are 4 x dfxtp_1, 3 x clkbuf_4. The pin closest to its max-slew limit shows a slew of 0.121 ns. The clock tree has to reach 4 sinks.

The site row count stands at 21. The synthesis report lists the Yosys warning total as 1. The initial antenna violation count stands at 0. The number of cells in Yosys stat stands at 10.

The I/O pin count stands at 3. In this run the worst hold path is classified as reg2reg. For reference, the final report shows the max-slew violation count at 0.

The routability congestion estimate stands at ~0.54. In this run the critical register-to-register path is launched from counter[0]$_SDFF_PN0_. Per the detail_route report, the via count comes to 87.

In this run the maximum-capacitance check reported violations numbering 0. Per the detail_route report, inserted antenna diodes total 0. The worst hold path stage count stands at 1. Detailed placement reports a standard cell area of roughly 220 um2. The final routed DRC violation total stands at 0. The die is roughly 80 um tall. The report puts the cell count of the worst reg-to-reg path at 3. After layout, the worst path uses around 96% of the clock period.

The run finished with clean final reports. The filler cell count in the final layout stands at approximately 410. Setup slack on the worst reg-to-reg path comes out at 0.04 ns. For the worst reg-to-reg path, the endpoint reported by OpenROAD is counter[2]$_SDFF_PN0_.

The maximum clock rate stands at 1.05 GHz. The largest voltage drop on the vdd net stands at between 0.7 and 0.8 mV. Looking at the hold checks, the worst path lands on CLEAN$_SDFFE_PN0N_.

The cell area after layout stands at roughly 250 um2. In this run, distinct cell masters in the synthesized netlist total 5.
[layer usage]
| layer | global-route usage (%) | part of all wire [%] | wire length [um] |
|---|---|---|---|
| met5 | 0 | 0 | 0 |
| met2 | 0.803 | 27 | 67 |
| met3 | 1.14 | 8.8 | 22 |
| met4 | 0.352 | 0 | 0 |
| met1 | 1.19 | 64 | 159 |
[worst max path at each step]
stage                     start               endpoint  depth (start not counted)
5_1_grt   counter[0]$_SDFF_PN0_  counter[2]$_SDFF_PN0_                          3
4_1_cts   counter[0]$_SDFF_PN0_  counter[2]$_SDFF_PN0_                          3
6_report  counter[0]$_SDFF_PN0_  counter[2]$_SDFF_PN0_                          3
[synthesized netlist by cell type]
cell type	instances	share of area (%)
and2_1	2	9.3
dfxtp_1	4	60
ha_1	2	19
nor2b_2	1	6.5
o21a_1	1	5.6
[layout make-up]
class	count	area (um2)	area share [%]
timing repair buffer	3	22.5	8.87
multi-input combinational	6	71.3	28.1
sequential	4	80.1	31.5
clock buffer	3	22.5	8.87
tap	46	57.6	22.7
[logic make-up (layout without fill, tap and decap cells)]
group	Yosys count	count (layout)
flip-flops	4	4
AND/OR/NAND/NOR	3	3
adder cells (fa/ha/maj)	2	2
buffers and inverters	0	6
AND-OR/OR-AND	1	1
[registers in the layout, indices dropped and copies added (netlist names)]
register and count:
CLEAN 1, counter 3
[worst max-delay path, stage by stage, from the launching register on]
cell and delay, ns:
dfxtp_1 0.32, ha_2 0.20, ha_4 0.19, and2_4 0.14
[where the power goes]
part	switching, mW	internal (mW)	leakage [nW]
registers	0.00513	0.171	0.0329
logic	0.00900	0.0198	0.0420
clock network	0.0604	0.134	0.0138
total	0.0746	0.325	0.0887
[stage by stage]
stage               utilization, %  total power, mW  std cells  hold slack [ns]
floorplan                        -            0.187         10            0.317
global placement              6.41            0.198         59            0.453
detailed placement            6.41            0.201         59            0.457
CTS                           7.14            0.404         62            0.466
global route                  7.44            0.444         62            0.487
finish                        7.44            0.399         62            0.481
[timing repair]
action                     CTS  global route
buffers inserted             0             0
gates resized                3             3
hold buffers                 0             0
setup endpoints to repair    2             2
Power is estimated from default activity; no workload was simulated.
